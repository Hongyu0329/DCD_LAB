**./run.sh**
```bash
#!/bin/bash
# OpenROAD 26Q1-2900-gdf79404cd8, Yosys 0.63+post, stock flow scripts
make -C /OpenROAD-flow-scripts/flow DESIGN_CONFIG=/design/flow/config.mk WORK_HOME=/design/flow/orfs finish
```
**./design.v**
```verilog
`timescale 1ns / 1ps
module reg_group(
            clk,       
            rst	,	
			en_in,		
			reg_en,		
			d_in,		
			rd,rs,		
			en_out,		
			rd_q,
			rs_q	
    );
    input clk,rst,en_in;
    input wire[3:0] reg_en;
    input wire[15:0] d_in;
    input wire[1:0] rd,rs;
    output reg en_out;
    output reg[15:0]rd_q,rs_q;
    wire[15:0]q0,q1,q2,q3;
    register reg0(
               . clk(clk),
               . rst(rst),
               . en (reg_en[0]), 
               . d(d_in),                
               . q(q0)      
               );
     register reg1(
               . clk(clk),
               . rst(rst),
               . en(reg_en[1]),                
               . d(d_in),                
               . q(q1)      
               );
     register reg2(
               . clk(clk),
               . rst(rst),
               . en (reg_en[2]),                
               . d(d_in),                
               . q(q2)      
               );
     register reg3(
               . clk(clk),
               . rst(rst),
               . en (reg_en[3]),                
               . d(d_in),                
               . q(q3)      
               );             
     always@(posedge clk or negedge rst)
          if(rst==0)
             begin
                rd_q   <= 0000000000000000;
                rs_q   <= 0000000000000000;    
                en_out <= 0; 
             end
          else
             if(en_in==1)
                 begin
                    en_out <=1;
                    case({rd[1:0],rs[1:0]}) 
                    4'b0000:
                        begin
                        rd_q <= q0;
                        rs_q <= q0;
                        end
                     4'b0001:
                        begin
                        rd_q <= q0;
                        rs_q <= q1;
                        end   
                    4'b0010:
                        begin
                        rd_q <= q0; 
                        rs_q <= q2; 
                        end
                    4'b0011:              
                        begin      
                        rd_q <= q0;                                                           
                        rs_q <= q3;
                        end        
                     4'b0100:          
                        begin      
                        rd_q <= q1;
                        rs_q <= q0;
                        end        
                    4'b0101:          
                        begin      
                        rd_q <= q1;
                        rs_q <= q1;
                        end           
                    4'b0110:          
                        begin      
                        rd_q <= q1;
                        rs_q <= q2;
                        end   
                    4'b0111:          
                         begin      
                         rd_q <= q1;
                         rs_q <= q3;
                         end                   
                   4'b1000:           
                       begin      
                       rd_q <= q2;
                       rs_q <= q0;
                       end    
                    4'b1001:                
                        begin           
                        rd_q <= q2;     
                        rs_q <= q1;         
                        end      
                    4'b1010:           
                         begin      
                         rd_q <= q2;
                         rs_q <= q2;
                         end                
                    4'b1011:          
                        begin      
                        rd_q <= q2;
                        rs_q <= q3;
                        end 
                    4'b1100:           
                        begin      
                        rd_q <= q3;
                        rs_q <= q0;
                        end              
                    4'b1101:             
                        begin        
                        rd_q <= q3;    
                        rs_q <= q1;          
                        end      
                     4'b1110:           
                         begin      
                         rd_q <= q3;
                         rs_q <= q2;
                         end        
                    4'b1111:
                         begin      
                          rd_q <= q3;
                          rs_q <= q3;
                          end         
                   default:
                        begin
                        rd_q <= 0000000000000000;
                        rs_q <= 0000000000000000;
                        end
                 endcase
            end
          else
              en_out <= 0;
endmodule               
`timescale 1ns / 1ps
module register(
			clk,
			rst,
			en,				
			d,				
			q				
    );
    input clk,rst,en;
    input wire[15:0]d;
    output reg[15:0]q;
   always@(posedge clk or negedge rst )
     if(rst==0)
       q <= 0000000000000000; 
     else
       begin
          if(en==1)
             q <= d; 
       end
endmodule
```
**./constraint.sdc**
```tcl
current_design reg_group

set clk_period 1.8
set clk_io_pct 0.2

create_clock -name clk0 -period $clk_period [get_ports {clk}]

set non_clock_inputs [all_inputs -no_clocks]
set_input_delay [expr $clk_period * $clk_io_pct] -clock clk0 $non_clock_inputs
set_output_delay [expr $clk_period * $clk_io_pct] -clock clk0 [all_outputs]
```
**./config.mk**
```make
export PLATFORM = sky130hd
export DESIGN_NAME = reg_group
export DESIGN_NICKNAME = reg_group
export VERILOG_FILES = /design/flow/design.v
export SDC_FILE = /design/flow/constraint.sdc
export NUM_CORES = 4
export LEC_CHECK = 1
export CORE_UTILIZATION = 50
```
==> impl_metrics.yaml <==
# synthesis and place-and-route metrics
outcome:
  status: "completed"
placed_design:
  port_buffers: 59
  gpl_wtd_cong: 0.793
  preCtsSetupSlack_ps: 204
  detailed_place_hpwl_um: 5770
floorplanning:
  floorplan.core_util: 0.526
  die_h_um: 98.5
  chip_area_mm2: 0.00969
  die_w_um: 98.5
  pin_count: 60
  placementRows: 34
  core_region_area_mm2: 0.00885
cells_and_area:
  fin_util: 0.631
  sequential_cell_area_mm2: 0.00243
  filler_cell_count: 661
  final_layout_size_suffix_gt1_frac: 0.138
  area.growth.synth_to_final_pct: 20.0
  mi_logic_area_mm2: 0.00199
global_routing:
  antenna_found_initial: 0
  grt_usage: 0.221
  global_route_wire_length_before_repair_um: 15800
  grt_start_max_net_pins: 44
  number_of_global_route_vias_before_repair: 2827
  remaining_global_route_overflow: 0
sta:
  timing.setup.tns_ps: 0
  worst_slew_margin_rel: 0.735
  finalMaxSlewViolations: 0
  setup_violations: 0
  fmax_mhz: 642
  final_period_minus_worst_setup_slack_ps: 1560
  tightestPinTransition_ps: 398
  finalWorstSetupSlack_ps: 241
  timing.final.hold_violations: 0
  clock_skew_ps: 10.3
  setup_repair_after_global_routing_missed_its_margin: "no"
  finalClockPeriodUsage: 0.866
power:
  pwr_density_cell_mw_per_mm2: 901
  power.clock.fraction: 0.297
  pwr-share-comb: 0.184
  power.leakage_nw: 2.39
  cell_internal_pwr_mw: 3.78
  seqPwrFrac: 0.519
  p_sw_frac: 0.249
  power_mw: 5.03
  total_switching_power_mw: 1.25
  ir_drop_uv: 582
synthesis:
  synth.yosys.seq_area_share: 0.522
  syn_area_per_cell_um2: 14.6
  mappedNetlistArea_mm2: 0.00465
  synth_cell_type_count: 13
  ys_area_mm2: 0.00465
  synth.yosys.num_cells: 318
  yosys_warnings: 2
  ys_ff: 97
  netlist_instances: 318
route:
  antenna_cells_inserted: 0
  detail_route_antenna_nets: 0
  via_count: 2734
  wire_per_inst_um: 19.3
  detail_route.vias_per_cell: 5.57
  drtPass1Iterations: 6
  drtIter0Drc: 90
  drt_drc_violations_left: 0
  routed_wl_um: 9480
clock_network:
  clk_latency_ps: 350
  root_buffer: "sky130_fd_sc_hd__clkbuf_8"
  cts_h_tree_lvls: 3
  cts_tree: "built"
  numCtsBuffers: 9
  clock_path_buffers: 2
  cts.reportedPaths.clkPinSlew_ps: 90
  clock_sink_count: 97
worst_setup_path:
  worst-path-max-fanout: 2
  path_buffers: 1
  endpoint_kind: "output pin"
  worst_setup_path_start_kind: "register"
  timing.critical_path.required_ps: 1440
  crit_type: "reg2out"
  cp_slowest_stage_delay_ps: 470
  crit_path_top_delay_cell: "sky130_fd_sc_hd__clkdlybuf4s50_1"
  worstPathArrival_ps: 1200
  critical_path.cell_chain: "clkdlybuf4s50_1"
  path_delay_family: "buffers and inverters"
hold_path:
  min-delay-path-class: "in2async"
flow_run:
  max_cap_violations: 0
  warning_count: 26
==> synthesized netlist by cell type <==
cell type                        number  area, um2
sky130_fd_sc_hd__dfrtp_1             97       2430
sky130_fd_sc_hd__mux2_1              64        721
sky130_fd_sc_hd__mux2i_1             64        641
sky130_fd_sc_hd__nand2b_1            32        200
sky130_fd_sc_hd__o221ai_2            20        300
sky130_fd_sc_hd__o221ai_1            12        105
sky130_fd_sc_hd__buf_4                8       60.1
sky130_fd_sc_hd__buf_6                8       90.1
sky130_fd_sc_hd__buf_2                6       30.0
sky130_fd_sc_hd__buf_12               2       40.0
sky130_fd_sc_hd__nand2_1              2       7.51
sky130_fd_sc_hd__nand2b_2             2       17.5
sky130_fd_sc_hd__dlymetal6s2s_1       1       12.5
==> flip-flops by register name, summed over array words and instances, names as in the netlist <==
name,count
rd_q,16
rs_q,16
en_out,1
reg2.q,16
reg1.q,16
reg3.q,16
reg0.q,16
==> repair_timing <==
action,in CTS,in global routing
setup buffers,0,0
hold buffers,1,0
resized,0,0
endpoints found under the setup margin,0,0
endpoints found under the hold margin,25,0
==> routing by layer <==
layer	wire [um]	global-route usage	vias to the layer above
met5	0	0	-
met4	94	0.0161	0
met3	276	0.0346	7
met2	4410	0.340	46
met1	4700	0.370	1374
li1	-	-	1307
==> worst paths after layout <==
path,to,cells after the start,slack (ps),startpoint
max,rs_q[4],1,240,rs_q[4]$_DFFE_PN0P_
min,reg2.q[15]$_DFFE_PN0P_,2,470,rst
max reg2reg,rd_q[6]$_DFFE_PN0P_,2,950,reg3.q[6]$_DFFE_PN0P_
min reg2reg,rs_q[1]$_DFFE_PN0P_,2,510,rs_q[1]$_DFFE_PN0P_
max in group asynchronous,reg1.q[0]$_DFFE_PN0P_,3,760,rst
min in group clk0,rs_q[1]$_DFFE_PN0P_,2,510,rs_q[1]$_DFFE_PN0P_
==> through the flow <==
step                instance area, um2  instances  hold WS, ps
floorplan                         4650        318         64.4
global placement                  5360        474          318
detailed placement                5360        474          312
CTS                               5580        491          477
global route                      5580        491          480
finish                            5580        491          468
==> logic make-up (layout without fill, tap and decap cells) <==
kind of cell	Yosys count	in the layout	share of synthesized area
AOI/OAI and AO/OA	32	32	0.0871
DFF	97	97	0.522
buffers and inverters	25	90	0.0500
muxes	128	128	0.293
and+or+nand+nor	36	36	0.0484
==> area by class of cell <==
class / instances / area share
Sequential cell: 97 / 0.435
Multi-Input combinational cell: 196 / 0.357
Timing Repair Buffer: 74 / 0.147
Tap cell: 108 / 0.0242
Clock buffer: 11 / 0.0235
Clock inverter: 5 / 0.0143
==> cells in the final DEF (no fill, tap or decap), drive strengths merged <==
cell           count
clkinv             1
dfrtp             97
mux2              64
clkinvlp           2
clkdlybuf4s50     56
o221ai            32
clkbuf            11
dlygate4sd3        1
nand2              2
buf               17
nand2b            34
bufinv             2
mux2i             64
==> power groups by stage <==
| stage | clock network [mW] | logic [mW] | registers (mW) |
|---|---|---|---|
| 4_1_cts | 1.55 | 0.941 | 2.61 |
| 5_1_grt | 1.63 | 1.02 | 2.65 |
| 6_report | 1.49 | 0.924 | 2.61 |
Power and IR drop assume default switching activity.
