`./design.v`:
```
module alu_mux (
   clk, rst, en_in, offset, rd_q ,rs_q,
   alu_in_sel,alu_a,alu_b,en_out
);
input [15:0] rd_q, rs_q;
input clk, rst, en_in, alu_in_sel;
input [7:0] offset;
output [15:0] alu_a, alu_b;
output en_out;
reg [15:0] alu_a, alu_b;
reg  en_out;
	always @(
		negedge rst or posedge clk 
	) 
	begin
	   if(rst ==1'b0)
		begin
			alu_a = 16'b0000000000000000;
			alu_b = 16'b0000000000000000;
			en_out  = 1'b0;
	    end		
			else	
		if(en_in == 1'b1)
			begin
			alu_a = rd_q;
			en_out  = 1'b1;
					if(alu_in_sel ==1'b0) 
						alu_b = {8'b00000000,offset[7:0]};  
					else 
						alu_b = rs_q;					
			end
		else
			en_out  = 1'b0;
    end
endmodule
```
`./run.sh`:
```
#!/bin/bash
# OpenROAD 26Q1-2900-gdf79404cd8, Yosys 0.63+post, stock flow scripts
make -C /OpenROAD-flow-scripts/flow DESIGN_CONFIG=/design/flow/config.mk WORK_HOME=/design/flow/orfs finish
```
`./config.mk`:
```
export PLATFORM = sky130hd
export DESIGN_NAME = alu_mux
export DESIGN_NICKNAME = alu_mux
export VERILOG_FILES = /design/flow/design.v
export SDC_FILE = /design/flow/constraint.sdc
export NUM_CORES = 4
export LEC_CHECK = 1
export CORE_AREA = 10 10 97 97
export DIE_AREA = 0 0 107 107
```
`./constraint.sdc`:
```
current_design alu_mux

set clk_period 1.0
set clk_io_pct 0.2

create_clock -name clk0 -period $clk_period [get_ports {clk}]

set non_clock_inputs [all_inputs -no_clocks]
set_input_delay [expr $clk_period * $clk_io_pct] -clock clk0 $non_clock_inputs
set_output_delay [expr $clk_period * $clk_io_pct] -clock clk0 [all_outputs]
```
==> flow_metrics.env <==
# physical design summary
export IMPL_cap_viol_max_count=0
export IMPL_fillers=767
export IMPL_cpMaxStageDelayCell="dfrtp_1"
export IMPL_post_route_period_util_pct=98.25
export IMPL_grtUsageMet2_pct=10.10
export IMPL_status="finished with violations"
export IMPL_yosys_cells=104
export IMPL_fin_skew_ns=0
export IMPL_finalInstanceArea_um2=2253
export IMPL_insertion_delay_ns=0.28
export IMPL_dp_hpwl_mm=3.004
export IMPL_drc=0
export IMPL_design_die_area_um2=11450
export IMPL_fp_util_pct=18.38
export IMPL_worst_slack_ns=0.01754
export IMPL_synth_warning_count=1
export IMPL_startpoint_type="register"
export IMPL_powerDensity_nw_per_um2=1507
export IMPL_areaGrowthSynthToFinish_pct=68.16
export IMPL_clk_pin_slew_ns=0.07
export IMPL_grt_pass1_vias=1223
export IMPL_worstPathArrival_ns=0.78
export IMPL_critical_path_required_ns=0.80
export IMPL_grt_pass1_wl_mm=6.120
export IMPL_post_route_util_pct=30.90
export IMPL_layout_drive_gt1_share_pct=37.24
export IMPL_ys_chip_area_um2=1340
export IMPL_yosysMostFrequentCell="dfrtp_1"
export IMPL_ff_type="dfrtp_1"
export IMPL_finalHoldViolations=33
export IMPL_p_leak_nw=1.022
export IMPL_clock_sinks=33
export IMPL_path_class="reg -> out"
export IMPL_grt_use_total_pct=6.559
export IMPL_rows=31
export IMPL_edf_count=0
export IMPL_final_setup_tns_ns=0
export IMPL_fmaxAchievable_ghz=1.018
export IMPL_crit_family="flip-flops"
export IMPL_cts_tree="yes"
export IMPL_firstDrtPassIters=4
export IMPL_core_region_area_um2=7292
export IMPL_place_area_um2=2238
export IMPL_synthesis_instances=104
export IMPL_portBuffers=76
export IMPL_cpPeakStageDelay_ns=0.38
export IMPL_dpl_cell_count=280
export IMPL_critical_path_max_fanout=2
export IMPL_clk_path_buf_depth=2
export IMPL_worstSetupEndpointType="primary output"
export IMPL_postSynthAreaPerCell_um2=12.88
export IMPL_worstPathCellList="buf_2"
export IMPL_wl_mm=3.855
export IMPL_ant_nets=0
export IMPL_place_gp_congestion=0.7035
export IMPL_tightestPinTransition_ns=0.1862
export IMPL_synthTopCellsByCount="dfrtp_1 (33), mux2_2 (16)"
export IMPL_warning_count=29
export IMPL_pre_cts_slack_ns=-0.2507
export IMPL_path_buffers=1
export IMPL_antenna_found_initial=0
export IMPL_vias_per_cell=3.753
export IMPL_grt_overflow=0
export IMPL_cts_made_buffers=5
export IMPL_setup_viol=0
export IMPL_grt_max_degree=34
export IMPL_yosysUniqueCellTypes=12
export IMPL_met1_usage_pct=7.905
export IMPL_boundaryPins=77
export IMPL_ctsHtreeMaxLevel=2
export IMPL_ys_seq_share_pct=61.62
export IMPL_slew_violations=0
export IMPL_die_w_um=107
export IMPL_irDropWorstVdd_uv=623.6
export IMPL_die_h_um=107
export IMPL_top_area_share_pct=61.62
export IMPL_synth_flops=33
export IMPL_violations="negative hold slack"
export IMPL_topCellsByArea="dfrtp_1 (62%), mux2_2 (13%), mux2i_1 (6.0%)"
export IMPL_top_area_cell="dfrtp_1"
export IMPL_num_antenna_cells=0
export IMPL_vias=1107
export IMPL_min_period_ns=0.9825
export IMPL_use_met3_pct=4.124
export IMPL_synth_area_um2=1340
export IMPL_rsz0062_at_grt="yes"
export IMPL_top_usage_layer="met2"
export IMPL_wl_per_cell_um=13.07
export IMPL_drtIter0Drc=10
export IMPL_finalNonFillerCells=295
export IMPL_cts_root_buf="clkbuf_8"
export IMPL_hp_class="in -> async"
export IMPL_timing_slew_headroom_pct=87.59
export IMPL_fin_hold_ws_ns=-0.1381
export IMPL_async_reset_ff_share_pct=100.0
==> power by group <==
part	internal [W]	leakage [nW]	switching, W
clock	0.000813	0.0585	0.000500
sequential	0.00146	0.392	0.0000549
combinational	0.000390	0.572	0.000178
total	0.00266	1.02	0.000733
==> layer usage <==
layer	up-vias	part of all wire, %
li1	529	-
met1	523	44
met2	52	43
met3	3	13
met4	0	0.44
met5	-	0
==> placed cells by master (no fill, tap or decap) <==
cell,instances
clkbuf_1,1
buf_12,3
clkdlybuf4s50_1,41
mux2i_1,8
buf_6,3
mux2_2,16
buf_4,9
bufinv_16,1
clkbuf_8,6
buf_2,35
a21oi_1,8
o21ai_0,8
nor2_1,8
nand3_1,8
inv_1,8
dfrtp_1,33
==> what timing repair did <==
item,CTS,global route
setup endpoints to repair,33,29
gates cloned,0,0
hold endpoints to repair,33,33
pin swaps,0,0
setup buffers,5,2
gates resized,100,3
==> flip-flops by register name (all words and copies together) (netlist names) <==
signal and count:
alu_a 16, alu_b 16, en_out 1
==> kinds of logic after synthesis <==
family	synth area share, %
mux	19.42
flops	61.62
buf+inv	7.749
compound gates	5.976
simple gates	5.229
==> final timing paths <==
path	startpoint	to	slack, ns	depth (start not counted)
hold / removal	rst	alu_a[8]$_DFFE_PN0P_	-0.14	2
hold reg to reg	alu_a[8]$_DFFE_PN0P_	alu_a[8]$_DFFE_PN0P_	0.50	1
max in group asynchronous	rst	alu_b[9]$_DFFE_PN0P_	0.96	2
setup / recovery	alu_a[14]$_DFFE_PN0P_	alu_a[14]	0.02	1
min in group clk0	en_in	en_out$_DFF_PN0_	0.25	2
setup reg to reg	alu_b[1]$_DFFE_PN0P_	alu_b[1]$_DFFE_PN0P_	0.13	4
==> metrics by stage <==
| stage | total power, W | hold WS [ns] |
|---|---|---|
| floorplan | 0.001698 | -0.09559 |
| global placement | 0.002207 | 0.1797 |
| detailed placement | 0.002212 | 0.1736 |
| CTS | 0.003463 | -0.1436 |
| global route | 0.003567 | -0.1360 |
| finish | 0.003396 | -0.1381 |
==> cell type report <==
class	count	area, um^2	area share (%)
well taps	99	123.9	5.497
clock buffers	7	86.33	3.831
clock inverters	1	30.03	1.333
multi-input cells	56	410.4	18.21
repair buffers	91	747.0	33.15
inverters	8	30.03	1.333
flip-flops and latches	33	825.8	36.65
Power is estimated from default activity; no workload was simulated.
