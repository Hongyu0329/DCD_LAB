[design/flow/design.v]
module control_unit (
 clk,rst,en,en_alu,en_ram_out,ins,
offset_addr,en_ram_in,en_group_pulse,en_pc_pulse,reg_en,
alu_in_sel,alu_func,pc_ctrl,z_out  		
);
input clk,rst,en,en_alu,en_ram_out,z_out;	
input [15:0] ins;
output en_ram_in,en_group_pulse,en_pc_pulse,alu_in_sel;	
output [7:0]	offset_addr;
output [3:0]	reg_en;
output [2:0]	alu_func;
output [1:0]	pc_ctrl;
wire [15:0] ir_out ;
wire	en_out ;
reg [7:0] offset_addr;
ir ir1 (
				.clk(clk)	,
				.rst(rst)   ,
				.ins(ins)   ,
				.en_in(en_ram_out),
				.en_out(en_out),
				.ir_out(ir_out)
				);
state_transition state_transition(
					.clk(clk) ,
					.rst(rst) ,
					.en_in(en) ,
					.en1(en_out) ,
					.en2(en_alu) ,
					.rd(ir_out[11:10]) ,
					.opcode(ir_out[15:12])  ,
					.en_fetch_pulse(en_ram_in),	
					.en_group_pulse(en_group_pulse),
					.en_pc_pulse(en_pc_pulse)  ,
					.pc_ctrl(pc_ctrl) ,
					.reg_en(reg_en) ,
					.alu_in_sel(alu_in_sel)	,
					.alu_func(alu_func),
					.z_out(z_out)
				);
always @ (en_out,ir_out) 
begin
	offset_addr = ir_out[7:0];
end
endmodule
module ir(clk,rst,ins,en_in,en_out,ir_out);
input clk,rst;
input [15:0] ins;
input en_in;
output reg en_out;
output reg [15:0] ir_out;
always @ (posedge clk or negedge rst) begin
	if(!rst) begin
		ir_out <= 16'b0000000000000000;
		en_out <= 1'b1;
	end
	else begin
		if(en_in) begin
			en_out <= 1'b1;
			ir_out <= ins;
		end
		else en_out <= 1'b0;
	end
end
endmodule
module state_transition(clk,rst,en_in,en1,en2,rd,opcode,en_fetch_pulse,en_group_pulse,en_pc_pulse,pc_ctrl,reg_en,alu_in_sel,alu_func,z_out);
input clk,rst;
input en_in;
input en1;
input en2;
input [1:0] rd;
input [3:0] opcode;
input z_out;
output reg en_fetch_pulse;
output reg en_group_pulse;
output reg en_pc_pulse;
output reg [1:0] pc_ctrl;
output reg [3:0] reg_en;
output reg alu_in_sel;
output reg [2:0] alu_func;
reg en_fetch_reg,en_fetch;
reg en_group_reg,en_group;
reg en_pc_reg,en_pc;
reg [3:0] current_state,next_state;
parameter Initial = 4'b0000;
parameter Fetch = 4'b0001;
parameter Decode = 4'b0010;
parameter Execute_Movea = 4'b0011;
parameter Execute_Moveb = 4'b0100;
parameter Execute_Add = 4'b0101;
parameter Execute_Add2 = 4'b0110;
parameter Execute_Sub = 4'b0111;
parameter Execute_And = 4'b1001;
parameter Execute_And2 = 4'b1010;
parameter Execute_Or = 4'b1011;
parameter Execute_Jump = 4'b1100;
parameter Write_back = 4'b1101;
parameter Execute_Jz = 4'b1110;
always @ (posedge clk or negedge rst) begin 
	if(!rst)
		current_state <= Initial;
	else 
		current_state <= next_state;
end
always @ (current_state or en_in or en1 or en2 or opcode) begin 
	case (current_state)
		Initial: begin
			if(en_in) 
				next_state = Fetch;
			else
				next_state = Initial;
		end
		Fetch: begin
			if(en1) 
				next_state = Decode;
			else
				next_state = current_state;
		end
		Decode: begin 
			case(opcode) 
				4'b0000: next_state = Execute_Moveb;
				4'b0001: next_state = Execute_Movea;
				4'b0010: next_state = Execute_Add;
				4'b0011: next_state = Execute_Add2;
				4'b0101: next_state = Execute_Sub;
				4'b0110: next_state = Execute_And2;
				4'b0111: next_state = Execute_And;
				4'b1001: next_state = Execute_Or;
				4'b1010: next_state = Execute_Jump;			    
				4'b1011: next_state = Execute_Jz;
				default: next_state = current_state;
			endcase
		end
		Execute_Movea: begin
			if(en2)
				next_state = Write_back;
			else
				next_state = current_state;
		end
		Execute_Moveb: begin
			if(en2) 
				next_state = Write_back; 
			else
				next_state = current_state;
		end
		Execute_Add: begin
			if(en2)
				next_state = Write_back;
			else
				next_state = current_state;
		end
		Execute_Add2: begin
			if(en2)
				next_state = Write_back;
			else
				next_state = current_state;
		end
		Execute_Sub: begin
			if(en2)
				next_state = Write_back;
			else
				next_state = current_state;
		end
		Execute_And: begin
            if(en2)
				next_state = Write_back;
			else
				next_state = current_state;
		end   
		Execute_And2: begin
            if(en2)
				next_state = Write_back;
			else
				next_state = current_state;
		end   
		Execute_Or: begin
	       if(en2)
                 next_state = Write_back;
           else
                 next_state = current_state;
        end  
		Execute_Jump: next_state = Fetch;
		Execute_Jz: next_state = Fetch;
		Write_back: next_state = Fetch;
		default: next_state = current_state;
	endcase
end
always @ (rst or next_state) begin 
	if(!rst) begin
		en_fetch = 1'b0;
		en_group = 1'b0;
		en_pc = 1'b0;
		pc_ctrl = 2'b00;
		reg_en = 4'b0000;
		alu_in_sel = 1'b0;
		alu_func = 3'b000;
	end
	else begin
		case (next_state)
			Initial: begin
				en_fetch = 1'b0;
				en_group = 1'b0;
				en_pc = 1'b0;
				pc_ctrl = 2'b00;
				reg_en = 4'b0000;
				alu_in_sel = 1'b0;
				alu_func = 3'b000;
			end
			Fetch: begin
				en_fetch = 1'b1;
				en_group = 1'b0;
				en_pc = 1'b1;
				pc_ctrl = 2'b01;
				reg_en = 4'b0000;
				alu_in_sel = 1'b0;
				alu_func = 3'b000;
			end
			Decode: begin
				en_fetch = 1'b0;
				en_group = 1'b0;
				en_pc = 1'b0;
				pc_ctrl = 2'b00;
				reg_en = 4'b0000;
				alu_in_sel = 1'b0;
				alu_func = 3'b000;
			end
			Execute_Movea: begin
				en_fetch = 1'b0;
				en_group = 1'b1;
				en_pc = 1'b0;
				pc_ctrl = 2'b00;
				reg_en = 4'b0000;
				alu_in_sel = 1'b1;
				alu_func = 3'b000;
			end
			Execute_Moveb: begin
				en_fetch = 1'b0;
				en_group = 1'b1;
				en_pc = 1'b0;
				pc_ctrl = 2'b00;
				reg_en = 4'b0000;
				alu_in_sel = 1'b0;
				alu_func = 3'b000;
			end
			Execute_Add: begin
				en_fetch = 1'b0;
				en_group = 1'b1;
				en_pc = 1'b0;
				pc_ctrl = 2'b00;
				reg_en = 4'b0000;
				alu_in_sel = 1'b0;
				alu_func = 3'b001;
			end
			Execute_Add2: begin
				en_fetch = 1'b0;
				en_group = 1'b1;
				en_pc = 1'b0;
				pc_ctrl = 2'b00;
				reg_en = 4'b0000;
				alu_in_sel = 1'b1;
				alu_func = 3'b001;
			end
			Execute_Sub: begin
				en_fetch = 1'b0;
				en_group = 1'b1;
				en_pc = 1'b0;
				pc_ctrl = 2'b00;
				reg_en = 4'b0000;
				alu_in_sel = 1'b1;
				alu_func = 3'b010;
			end
			Execute_And: begin
				en_fetch = 1'b0;
				en_group = 1'b1;
				en_pc = 1'b0;
				pc_ctrl = 2'b00;
				reg_en = 4'b0000;
				alu_in_sel = 1'b0;
				alu_func = 3'b011;
			end
			Execute_And2: begin
				en_fetch = 1'b0;
				en_group = 1'b1;
				en_pc = 1'b0;
				pc_ctrl = 2'b00;
				reg_en = 4'b0000;
				alu_in_sel = 1'b1;
				alu_func = 3'b011;
			end
			Execute_Or: begin
				en_fetch = 1'b0;
				en_group = 1'b1;
				en_pc = 1'b0;
				pc_ctrl = 2'b00;
				reg_en = 4'b0000;
				alu_in_sel = 1'b1;
				alu_func = 3'b100;
			end
			Execute_Jump: begin
				en_fetch = 1'b0;
				en_group = 1'b0;
				en_pc = 1'b1;
				pc_ctrl = 2'b10;
				reg_en = 4'b0000;
				alu_in_sel = 1'b0;
				alu_func = 3'b000;
			end
			Execute_Jz:begin
				if(z_out == 1)
				begin
				en_fetch = 1'b0;
				en_group = 1'b0;
				en_pc = 1'b1;
				pc_ctrl = 2'b10;
				reg_en = 4'b0000;
				alu_in_sel = 1'b0;
				alu_func = 3'b000;
				end
				else
				begin
				en_fetch = 1'b0;
				en_group = 1'b0;
				en_pc = 1'b0;
				pc_ctrl = 2'b01;
				reg_en = 4'b0000;
				alu_in_sel = 1'b0;
				alu_func = 3'b000;
				end
			end
			Write_back: begin
				case(rd)
					2'b00: reg_en = 4'b0001;
					2'b01: reg_en = 4'b0010;
					2'b10: reg_en = 4'b0100;
					2'b11: reg_en = 4'b1000;
					default: reg_en = 4'b0000;
				endcase
			end
			default: begin
				en_fetch = 1'b0;
				en_group = 1'b0;
				en_pc = 1'b0;
				pc_ctrl = 2'b00;
				reg_en = 4'b0000;
				alu_in_sel = 1'b0;
				alu_func = 3'b000;
			end
		endcase
	end
end
always @ (posedge clk or negedge rst) begin
	if(!rst) begin 
		en_fetch_reg <= 1'b0;
		en_pc_reg <= 1'b0;
		en_group_reg <= 1'b0;
	end
	else begin 
		en_fetch_reg <= en_fetch;
		en_pc_reg <= en_pc;
		en_group_reg <= en_group;
	end
end
always @ (en_fetch or en_fetch_reg)
	en_fetch_pulse = en_fetch & (~en_fetch_reg); 
always @ (en_pc_reg or en_pc)
	en_pc_pulse = en_pc & (~en_pc_reg); 
always @ (en_group_reg or en_group)
	en_group_pulse = en_group & (~en_group_reg); 
endmodule
[design/flow/run.sh]
#!/bin/bash
# OpenROAD 26Q1-2900-gdf79404cd8, Yosys 0.63+post, stock flow scripts
make -C /OpenROAD-flow-scripts/flow DESIGN_CONFIG=/design/flow/config.mk WORK_HOME=/design/flow/orfs finish
[design/flow/config.mk]
export PLATFORM = sky130hd
export DESIGN_NAME = control_unit
export DESIGN_NICKNAME = control_unit
export VERILOG_FILES = /design/flow/design.v
export SDC_FILE = /design/flow/constraint.sdc
export NUM_CORES = 4
export LEC_CHECK = 1
export CORE_AREA = 10 10 110 110
export DIE_AREA = 0 0 120 120
[design/flow/constraint.sdc]
current_design control_unit

set clk_period 5.4
set clk_io_pct 0.2

create_clock -name clk0 -period $clk_period [get_ports {clk}]

set non_clock_inputs [all_inputs -no_clocks]
set_input_delay [expr $clk_period * $clk_io_pct] -clock clk0 $non_clock_inputs
set_output_delay [expr $clk_period * $clk_io_pct] -clock clk0 [all_outputs]
==> flow_summary_export.csv <==
group,metric,value,unit
placement,place_ws,856,ps
timing,skew,4.72,ps
routing,num_antenna_cells,0,
logic_synthesis,yosys-stat-area,1860,sq um
critical_path,worstSetupStartpointType,"input port",
logic_synthesis,yosysWarnings,3,
power_and_ir_drop,power.density,301,nW/um^2
grt,track_usage,0.0553,
logic_synthesis,syn_area_per_cell,10.6,sq um
die,rows,36,
run,drv_cap,0,
clocking,cts_made_buffers,5,
critical_path,cp_top_family,"buffers and inverters",
critical_path,cp-end-kind,"primary output",
logic_synthesis,synth_area,1860,sq um
grt,antenna_found_initial,0,
power_and_ir_drop,power_frac_comb,0.319,
placement,io_buffers,40,
power_and_ir_drop,p_int,482,uW
routing,drc_errors,0,
die,fp_util,0.190,
routing,finalWirelength,4.10,mm
critical_path,crit_path_max_fanout,13,
routing,drt_iter0_drc,54,
grt,overflow,0,
run_status,outcome,"complete, no violations",
logic_synthesis,synthFlopType,"dfrtp_1",
clocking,cts_max_path_buffers,2,
timing,fin_ws,844,ps
power_and_ir_drop,power.net_switching,244,uW
timing,finalHoldViolCount,0,
power_and_ir_drop,peakVddDrop,0.000104,V
die,core_area,9770,sq um
clocking,cts-resized-gates,0,
critical_path,path_buffers,3,
timing,unclocked_pins,9,
power_and_ir_drop,p_clk_frac,0.265,
final_layout,most-common-layout-cells,"39 x clkdlybuf4s50_1, 30 x dfrtp_1, 14 x mux2_2, 11 x nand2_1, 10 x nor2_1",
clocking,cts_htree_levels,2,
die,dieArea,14400,sq um
timing,worst_slew_pin_slew,680,ps
timing,timing.fmax,219,MHz
clocking,cts.clk_slew.worst_paths,70,ps
logic_synthesis,synthCells,175,
timing,final-max-slew-violation-count,0,
run,tool_warnings,27,
final_layout,layout-drive-gt1-share,0.159,
critical_path,crit_type,"in2out",
routing,num_vias,1423,
critical_path,crit_chain,"clkdlybuf4s50_1 -> inv_1 -> o22ai_1 -> or3_1 -> nand3_1 -> nand2b_2 -> nor3b_1 -> clkdlybuf4s50_1",
min_path,min_path_type,"reg2reg",
critical_path,crit_arrival,3480,ps
timing,rsz0062_at_grt,"false",
power_and_ir_drop,swShare,0.336,
clocking,root_buffer,"clkbuf_8",
grt,grt_pass1_wl,6.74,mm
timing,timing.hold.ws,484,ps
final_layout,fillers,1036,
power_and_ir_drop,p_seq_frac,0.416,
final_layout,area_growth,29.8,%
placement,gp_congestion,0.868,
final_layout,final_common_cell,"clkdlybuf4s50_1",
critical_path,cp.required,4320,ps
clocking,post_cts_buffers,0,
critical_path,cpMostUsedCell,"clkdlybuf4s50_1",
power_and_ir_drop,total_power,726,uW
timing,min_period,4560,ps
critical_path,slowest_stage,"clkdlybuf4s50_1",
timing,untimed_endpoints,18,
grt,grt_pass1_vias,1376,
clocking,cts_tree,"built",
logic_synthesis,async_reset_ff_frac,0.780,
routing,wl_per_cell,12.1,microns
final_layout,utilization,0.247,
grt,grt_start_max_net_pins,37,
clocking,ctsHoldBuffers,0,
die,io-pin-count,43,
timing,tns,0,ps
timing,setup_viol,0,
routing,first_pass_iters,4,
timing,timing.final.crit_share,0.844,
critical_path,cp_slowest_stage_delay,540,ps
logic_synthesis,synth.distinct_cells,49,
placement,dp_hpwl,3.02,mm
routing,final_antenna_net_count,0,
die,dieWidth,120,microns
clocking,clk_latency,280,ps
die,die_y,120,microns
logic_synthesis,ys.flops,41,
routing,vias_per_cell,4.19,
power_and_ir_drop,p_leak,0.968,nW
logic_synthesis,yosysCellCount,175,
timing,relSlewSlack,0.546,
logic_synthesis,edf_count,0,
-- Yosys cell counts, types with 3 or more instances --
library cell / count / share of area
nor2b_1: 5 / 0.017
or3_1: 3 / 0.010
buf_2: 3 / 0.0081
a21oi_1: 3 / 0.0081
nand2_1: 11 / 0.022
dlxtn_1: 9 / 0.073
nor4_1: 3 / 0.010
mux2_2: 14 / 0.085
or4_1: 3 / 0.012
a211oi_1: 3 / 0.012
dfrtp_1: 30 / 0.40
o2bb2ai_1: 8 / 0.038
nand2b_1: 4 / 0.013
o21ai_1: 3 / 0.0081
nor3_1: 6 / 0.016
nor2_1: 10 / 0.020
nand3_1: 4 / 0.011
clkbuf_1: 4 / 0.0081
buf_4: 9 / 0.036
-- final cells by class --
type                    count  area, sq um  share of cell area
clock buffers               6         82.6              0.0343
repair buffers             41          403               0.167
inverters                   4         20.0             0.00831
well taps                 133          166              0.0691
clock inverters             2         10.0             0.00415
flip-flops and latches     41          938               0.389
multi-input cells         113          790               0.328
-- per-layer routing --
layer	global-route usage	routed length, microns	up-vias
li1	-	-	691
met1	0.0766	1910	665
met2	0.0801	1690	63
met3	0.0252	470	4
met4	0.00679	24	0
met5	0	0	-
-- metrics by stage --
stage                     instances  instance area (sq um)
final                           340                   2410
after floorplan                 175                   1860
after global placement          332                   2320
after CTS                       340                   2410
after detailed placement        332                   2320
after global routing            340                   2410
-- worst paths after layout --
| kind | start | cells past startpoint | slack (ps) | to |
|---|---|---|---|---|
| worst max-delay path | en_alu | 8 | 840 | reg_en[2] |
| worst min register to register | state_transition.current_state[0] | 1 | 480 | state_transition.current_state[0] |
| worst min-delay path | state_transition.current_state[0] | 1 | 480 | state_transition.current_state[0] |
| max in group asynchronous | rst | 2 | 4220 | ir1.en_out |
| worst max register to register | state_transition.current_state[9] | 3 | 4030 | state_transition.current_state[10] |
| min in group asynchronous | rst | 2 | 820 | state_transition.en_group_reg |
-- power groups by stage --
stage / Sequential, mW / Combinational (mW) / Clock [mW]
after global routing: 0.307 / 0.261 / 0.214
after CTS: 0.302 / 0.233 / 0.204
final: 0.302 / 0.231 / 0.193
-- kinds of logic after synthesis --
kind of cell,after synthesis,share of synthesized area
AOI/OAI and AO/OA,32,0.130
DFF,32,0.433
muxes,16,0.0957
buffers and inverters,21,0.0694
latches,9,0.0728
and+or+nand+nor,65,0.199
-- worst reg2reg max path, cell delays in order (launching register included) --
cell	delay, ps
dfrtp_1	390
or4_1	630
nor3_1	170
nor2_1	60
No activity file was given, so power comes from the tool's default toggle rates.
